===== flow/run.sh =====
#!/bin/bash
# OpenROAD 26Q1-2900-gdf79404cd8, Yosys 0.63+post, stock flow scripts
make -C /OpenROAD-flow-scripts/flow DESIGN_CONFIG=/design/flow/config.mk WORK_HOME=/design/flow/orfs finish

===== flow/config.mk =====
export PLATFORM = sky130hd
export DESIGN_NAME = fpga_ex3_fsm
export DESIGN_NICKNAME = fpga_ex3_fsm
export VERILOG_FILES = /design/flow/design.v
export SDC_FILE = /design/flow/constraint.sdc
export NUM_CORES = 4
export LEC_CHECK = 1
export CORE_AREA = 10 10 114 114
export DIE_AREA = 0 0 124 124

===== flow/constraint.sdc =====
current_design fpga_ex3_fsm

set clk_period 3.5
set clk_io_pct 0.2

create_clock -name clk0 -period $clk_period [get_ports {clk}]

set non_clock_inputs [all_inputs -no_clocks]
set_input_delay [expr $clk_period * $clk_io_pct] -clock clk0 $non_clock_inputs
set_output_delay [expr $clk_period * $clk_io_pct] -clock clk0 [all_outputs]

===== flow/design.v =====
module fpga_ex3
    (
    CLOCK_27,                        
    KEY,                             
    SW,                              
    HEX0,                            
    HEX1,                            
    HEX2,                            
    HEX3,                            
    LEDG,                            
    LEDR,                            
    UART_TXD,                        
    UART_RXD,                        
    GPIO_0,                          
    GPIO_1                           
    );
    input           CLOCK_27;                
    input   [3:0]   KEY;                     
    input   [9:0]   SW;                      
    output  [6:0]   HEX0, HEX1, HEX2, HEX3;  
    output  [7:0]   LEDG;                    
    output  [9:0]   LEDR;                    
    output          UART_TXD;                
    input           UART_RXD;                
    inout   [35:0]  GPIO_0;  
    output  [35:0]  GPIO_1;  
    wire    [3:0]   gm, sm;
    wire    [15:0]  sp;
    dec_2to4  DEC_G (SW[9:8], gm, 1'b1);
    dec_2to4  DEC_M (SW[7:6], sm, 1'b1);
    dec_4to16 DEC_P (SW[5:2], sp, 1'b1);
    wire            intr_detect_fgi = SW[1];
    wire            intr_detect_fgo = SW[0];
    wire    [17:0]  sys_probe_data;
    assign LEDG = sys_probe_data[7:0];
    assign LEDR = sys_probe_data[17:8];
    wire            clk = CLOCK_27;
    wire    [17:0]  GP_IN;   
    wire    [17:0]  GP_OUT;  
    wire    [3:0]   PREV_KEY;
    wire    [1:0]   cpu_state;
    wire    [11:0]  com_addr_reg, probe_idx;
    wire    [31:0]  probe_info;
    wire    insn_end, intr_detected, halted;
    wire    [7:0]   inpr, outr, sin_byte, pin_byte;
    wire            sout_rdy, sin_error, sin_rdy, pout_bsy, pin_bsy;
    wire    [1:0]   fgi, fgi_bsy, fgo, fgo_bsy;
    wire    [15:0]  bus, mem, dr, ac, ir;
    wire    [11:0]  ar, pc;
    wire    [2:0]   sc;
    wire            s, r, e, ien, sc_clr, iot;
    wire    [3:0]   imsk;
    rom_sync_4kx32 ROM (clk, probe_idx, probe_info);
    fpga_ex3_fsm FSM (clk, insn_end, intr_detected, halted, probe_info, 
                     KEY, sm, cpu_state, com_addr_reg, probe_idx);
    assign  GPIO_0  =   (gm[1]) ? {GP_OUT, 18'hzzzzz} :   
                        (gm[2]) ? {18'hzzzzz, GP_OUT} :   
                        36'hzzzzzzzzz;                    
    assign  GP_IN   =   (gm[1]) ? GPIO_0[17:0]        :   
                        (gm[2]) ? GPIO_0[35:18]       :   
                        {8'h0, fgo[0], 9'b0};             
    assign pin_byte    = GP_IN[7:0];
    assign pin_bsy     = GP_IN[8];
    assign pout_bsy    = GP_IN[9];
    assign inpr        = (iot) ? sin_byte : pin_byte;
    assign fgi_bsy     = { ~sin_rdy,  pin_bsy  };
    assign fgo_bsy     = { ~sout_rdy, pout_bsy };
    assign GP_OUT[7:0] = outr;
    assign GP_OUT[9:8] = { fgi[0], fgo[0] };
    wire cpu_reset = (cpu_state == 2'b00);
    assign intr_detected = r & sc_clr & (intr_detect_fgi & fgi[iot] | intr_detect_fgo & fgo[iot]);
    assign insn_end = sc_clr;
    wire [11:0] com_addr = (cpu_state == 2'b10) ? com_addr_reg : pc;
    seg7_enc SEG7_E0 (4'h0,           HEX3);
    seg7_enc SEG7_E1 (com_addr[11:8], HEX2);
    seg7_enc SEG7_E2 (com_addr[7:4],  HEX1);
    seg7_enc SEG7_E3 (com_addr[3:0],  HEX0);
    assign halted = (s == 1'b0);
    assign GPIO_1 = {1'b0, s, ien, r, sc_clr, sc, pc, ir};
    assign sys_probe_data[15:0] = (sp[0])  ? ac :
                                  (sp[1])  ? {15'b0, e} :
                                  (sp[2])  ? {4'b0, pc} :
                                  (sp[3])  ? ir :
                                  (sp[4])  ? {4'b0, ar} :
                                  (sp[5])  ? dr :
                                  (sp[6])  ? mem :
                                  (sp[7])  ? bus :
                                  (sp[8])  ? {13'b0, sc} :
                                  (sp[9])  ? {10'b0, ien, imsk, iot} :
                                  (sp[10]) ? {4'b0, fgi_bsy, fgi, inpr} :
                                  (sp[11]) ? {4'b0, fgo_bsy, fgo, outr} :
                                  16'hffff;
    assign sys_probe_data[17:16] = cpu_state;
    cpu_ex3 CPU_EX3 (clk, cpu_state, com_addr,
            fgi_bsy, fgi, inpr,  
            fgo_bsy, fgo, outr,  
            ien, imsk, iot,
            s, r, e, bus, mem, dr, ac, ir, ar, pc, sc, sc_clr);
    uart_rx S_IN  (clk, cpu_reset, UART_RXD, sin_byte, rx_error,  sin_rdy);
    uart_tx S_OUT (clk, cpu_reset, UART_TXD, outr,     fgo[1],   sout_rdy);
endmodule
module fpga_ex3_fsm (clk, insn_end, intr_detected, halted, probe_info,
                     KEY, sm, cpu_state, com_addr_reg, probe_idx);
    input           clk, insn_end, intr_detected, halted;
    input   [3:0]   KEY, sm;
    input   [31:0]  probe_info;
    output  [1:0]   cpu_state;
    output  [11:0]  com_addr_reg, probe_idx;
    reg     [3:0]   PREV_KEY;
    reg     [1:0]   cpu_state;
    reg     [11:0]  com_addr_reg, probe_idx;
    wire    [3:0]   probe_header = probe_info[31:28];
    wire    [11:0]  probe_addr = probe_info[27:16];
    wire    KEY0    = ~KEY[0] & PREV_KEY[0];  
    wire    KEY1    = ~KEY[1] & PREV_KEY[1];  
    wire    KEY2    = ~KEY[2] & PREV_KEY[2];  
    wire    KEY3    = ~KEY[3] & PREV_KEY[3];  
    wire    stop_cond = (sm[2] | (sm[3] & insn_end) |
                        (sm[1] & intr_detected) | (halted & KEY1));
    initial cpu_state = 2'b00;  
    initial PREV_KEY  = 4'b0;      
    always @ (posedge clk) begin
        PREV_KEY <= KEY;
        case(cpu_state)
            2'b00 : begin
                if(KEY0)            cpu_state <= 2'b01;
                else if(KEY1)       cpu_state <= 2'b10;
                com_addr_reg <= 12'b0;
                probe_idx    <= 12'b0;
            end
            2'b01 : begin
                if(KEY0)            cpu_state <= 2'b00;
                else if(stop_cond)  cpu_state <= 2'b10;
            end
            2'b10 : begin
                if(KEY0)            cpu_state <= 2'b00;
                else if(KEY1)       cpu_state <= 2'b01;
                if(halted) begin
                    if(KEY2 | (probe_header == 4'hf)) probe_idx <= 12'b0;
                    else if(KEY3)                         probe_idx <= probe_idx + 1;
                    com_addr_reg  <= probe_addr;
                end
                else begin
                    if(KEY2)        com_addr_reg <= 12'b0;
                    else if(KEY3)   com_addr_reg <= com_addr_reg + 1;
                end
            end
        endcase
    end
endmodule

==> impl_metrics.ini <==
; physical design summary
[run_status]
status = complete, no violations

[power]
power-per-cell-area_nw_per_um2 = 782
vdd_ir_drop_max_mv = 0.332
leakage_nw = 0.843
post-layout-total-power_mw = 1.90

[layout]
lay_top_cells = 52 x sky130_fd_sc_hd__clkdlybuf4s50_1, 26 x sky130_fd_sc_hd__edfxtp_1, 18 x sky130_fd_sc_hd__nor2_1
area.growth.synth_to_final_pct = 45.5
fraction_of_final_layout_cells_sized_beyond_drive_strength_1_pct = 5.80
final_layout_top_logic_cell = sky130_fd_sc_hd__clkdlybuf4s50_1
filler_cells = 1104
final_core_utilization_pct = 23.4

[place]
weighted_congestion_reported_at_the_end_of_routability_driven_placement = 0.772
port_buffers = 52
detailedPlacementHpwl_mm = 3.65

[final_timing]
finalHoldViolations = 0
fin_skew_ns = 0.00777
clock.fmax_mhz = 408
unrepaired_setup_endpoints_after_global_routing = false
slew_at_the_pin_with_the_worst_max_slew_slack_ns = 0.609
timing.final.max_slew_violations = 0
final_min_period_over_clock_period_pct = 70.1
max_slew_margin_pct = 59.4
shortest_period_the_worst_path_allows_ns = 2.45
fin_tns_setup_ns = 0
finalSetupViolCount = 0

[setup_path]
timing.rr.end = probe_idx[11]$_SDFFCE_PP0P_
path_cells = clkdlybuf4s50_1 > and2_1 > o22a_1
critPathCapture = probe_idx[11]$_SDFFCE_PP0P_
critical-path-max-stage-delay_ns = 0.68
reg2reg_depth = 6
worstReg2RegStart = cpu_state[0]$_DFFE_PP_
cp_data_arrival_time_ns = 2.36
worst-r2r-setup-slack_ns = 1.22
crit_path_start_kind = primary input
crit_path_max_fanout = 12
worst-setup-path-type = in2reg
worst-endpoint-required_ns = 3.41
setup.worst_path.start = halted
worstSetupEndpointType = flip-flop
cpMaxStageDelayCell = sky130_fd_sc_hd__clkdlybuf4s50_1

[detailed_routing]
wl_met2_mm = 2.01
detail_route.wl_per_cell_microns = 13.6
via_per_inst = 3.80
vias = 1305
route.top_layer_used = met4
wl_met3_microns = 621
antenna-diode-count = 0
drtAntennaViolNets = 0
detailedRoute.firstIterationViolations = 103
drt_pass1_iterations = 4
wirelength_mm = 4.66
post-route-drc-count = 0
m1WireLength_mm = 2.01

[synth]
postSynthCellCount = 150
postSynthSeqShare_pct = 51.5
synth-area-yosys_sq_um = 1670
synth_warnings = 4
synth.yosys.num_cells = 150
synth_area_per_cell_sq_um = 11.2
numSynthFlops = 30
netlist_area_sq_um = 1670
netlist-cell-type-count = 32

[clock_network]
cts_inserted_buffers = 5
clk-insertion-delay-late_ns = 0.27
clkTransAtPathRegs_ns = 0.06
post_cts_resize_count = 0
tritoncts_clock_tree = yes
ctsHoldBuffers = 0
cts_root_buf = sky130_fd_sc_hd__clkbuf_8
h-tree-depth = 2
cts-root-to-sink-buffers = 2
cts_sinks = 30
cts_setup_buffers = 0

[hold_path]
min-delay-path-class = reg2reg

[floorplan]
top_level_ports = 70
dieWidth_microns = 124
core-area_sq_um = 10400
placementRows = 37
floorplan.initialDensity_pct = 16.1
die_height_microns = 124
die-area_sq_um = 15400

[global_route]
first_global_vias = 1349
initial_antenna_violation_count = 0
grt_usage_pct = 6.03
grt_remaining_overflow = 0
grt_pass1_wl_mm = 7.22
grt_max_degree = 14

[run]
timing.max_cap.violations = 0
log_warnings = 44
-- how the worst min path moves through the flow --
stage | end | startpoint | cells after the start | slack [ns]
6_report | probe_idx[11]$_SDFFCE_PP0P_ | probe_idx[11]$_SDFFCE_PP0P_ | 2 | 0.65
5_1_grt | probe_idx[11]$_SDFFCE_PP0P_ | probe_idx[11]$_SDFFCE_PP0P_ | 2 | 0.67
4_1_cts | probe_idx[11]$_SDFFCE_PP0P_ | probe_idx[11]$_SDFFCE_PP0P_ | 2 | 0.65
-- Yosys cell counts --
| master | count | area (sq um) |
|---|---|---|
| sky130_fd_sc_hd__o22a_1 | 1 | 8.76 |
| sky130_fd_sc_hd__nand3b_1 | 1 | 7.51 |
| sky130_fd_sc_hd__and4_1 | 1 | 8.76 |
| sky130_fd_sc_hd__nor3_2 | 1 | 10.0 |
| sky130_fd_sc_hd__clkbuf_1 | 1 | 3.75 |
| sky130_fd_sc_hd__xor2_1 | 12 | 105 |
| sky130_fd_sc_hd__nor3_1 | 4 | 20.0 |
| sky130_fd_sc_hd__xnor2_1 | 8 | 70.1 |
| sky130_fd_sc_hd__a22o_1 | 8 | 70.1 |
| sky130_fd_sc_hd__o32a_1 | 1 | 10.0 |
| sky130_fd_sc_hd__a41o_1 | 1 | 10.0 |
| sky130_fd_sc_hd__ha_1 | 5 | 62.6 |
| sky130_fd_sc_hd__dfxtp_1 | 4 | 80.1 |
| sky130_fd_sc_hd__nand3_2 | 1 | 10.0 |
| sky130_fd_sc_hd__nand4_1 | 4 | 25.0 |
| sky130_fd_sc_hd__nand2b_1 | 2 | 12.5 |
| sky130_fd_sc_hd__and2_1 | 3 | 18.8 |
| sky130_fd_sc_hd__nor4_4 | 1 | 21.3 |
| sky130_fd_sc_hd__nand3_4 | 1 | 17.5 |
| sky130_fd_sc_hd__nand4_4 | 1 | 21.3 |
| sky130_fd_sc_hd__edfxtp_1 | 26 | 781 |
| sky130_fd_sc_hd__buf_2 | 3 | 15.0 |
| sky130_fd_sc_hd__inv_1 | 11 | 41.3 |
| sky130_fd_sc_hd__a21oi_1 | 5 | 25.0 |
| sky130_fd_sc_hd__nor4_1 | 1 | 6.26 |
| sky130_fd_sc_hd__nand3_1 | 7 | 35.0 |
| sky130_fd_sc_hd__nor2_1 | 18 | 67.6 |
| sky130_fd_sc_hd__a22oi_1 | 5 | 37.5 |
| sky130_fd_sc_hd__nor2b_1 | 8 | 50.1 |
| sky130_fd_sc_hd__o21ai_1 | 1 | 5.00 |
| sky130_fd_sc_hd__o21ai_0 | 1 | 5.00 |
| sky130_fd_sc_hd__nand2_1 | 3 | 11.3 |
-- per-layer routing --
layer / vias up / track usage, %
met3: 2 / 3.08
met2: 56 / 9.01
li1: 652 / -
met1: 595 / 8.09
met4: 0 / 0.432
met5: - / 0
-- critical path, delay by kind of cell --
| family | cells | cell delay (ns) |
|---|---|---|
| AND-OR/OR-AND | 1 | 0.60 |
| buffers and inverters | 1 | 0.68 |
| AND/OR/NAND/NOR | 1 | 0.38 |
-- power breakdown --
part	switching, mW	total, mW	internal (mW)
logic	0.350	0.810	0.460
clock network	0.129	0.265	0.137
registers	0.192	0.829	0.637
total	0.670	1.90	1.23
-- cell type report --
| cell class | count | area [sq um] | area share (%) |
|---|---|---|---|
| Multi-Input combinational cell | 105 | 752 | 30.9 |
| Inverter | 11 | 41.3 | 1.70 |
| Tap cell | 136 | 170 | 6.99 |
| Clock buffer | 6 | 72.6 | 2.98 |
| Clock inverter | 2 | 8.76 | 0.360 |
| Timing Repair Buffer | 53 | 528 | 21.7 |
| Sequential cell | 30 | 861 | 35.4 |
-- logic make-up (layout without fill, tap and decap cells) --
logic type / after synthesis / in the layout / synth area share [%]
fa+ha+maj: 5 / 5 / 3.74
buf+inv: 15 / 72 / 3.59
compound gates: 23 / 23 / 10.2
flops: 30 / 30 / 51.5
xor+xnor: 20 / 20 / 10.5
simple gates: 57 / 57 / 20.5
-- per-stage QoR --
step | setup slack [ns] | hold slack, ns | cells | instance area [sq um]
after global placement | 0.748 | 0.615 | 335 | 2350
final | 1.05 | 0.653 | 343 | 2430
after CTS | 1.03 | 0.647 | 343 | 2430
after detailed placement | 0.749 | 0.621 | 335 | 2350
after global routing | 0.961 | 0.669 | 343 | 2430
after floorplan | 1.52 | 0.561 | 150 | 1670
Power is estimated from default activity; no workload was simulated.
